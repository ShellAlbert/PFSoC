**flow/run.sh**
```bash
#!/bin/bash
# OpenROAD 26Q1-2900-gdf79404cd8, Yosys 0.63+post, stock flow scripts
make -C /OpenROAD-flow-scripts/flow DESIGN_CONFIG=/design/flow/config.mk WORK_HOME=/design/flow/orfs finish
```
**flow/config.mk**
```make
export PLATFORM = sky130hd
export DESIGN_NAME = ZSwitch_Module
export DESIGN_NICKNAME = ZSwitch_Module
export VERILOG_FILES = /design/flow/design.v
export SDC_FILE = /design/flow/constraint.sdc
export NUM_CORES = 4
export LEC_CHECK = 1
export CORE_UTILIZATION = 30
```
**flow/constraint.sdc**
```tcl
current_design ZSwitch_Module

set clk_period 4.3
set clk_io_pct 0.2

create_clock -name clk0 -period $clk_period [get_ports {iClk}]

set non_clock_inputs [all_inputs -no_clocks]
set_input_delay [expr $clk_period * $clk_io_pct] -clock clk0 $non_clock_inputs
set_output_delay [expr $clk_period * $clk_io_pct] -clock clk0 [all_outputs]
```
**flow/design.v**
```verilog
`timescale 1ns / 100ps
module ZSwitch_Module(
    iClk,
    iRstN,
    iSw1,
    iSw2,
    iSw3,
    iSw4,
    oSwDown1,
    oSwDown2,
    oSwDown3,
    oSwDown4,
    oSwUp1,
    oSwUp2,
    oSwUp3,
    oSwUp4
);
input  iClk;
input  iRstN;
input  iSw1;
input  iSw2;
input  iSw3;
input  iSw4;
output oSwDown1;
output oSwDown2;
output oSwDown3;
output oSwDown4;
output oSwUp1;
output oSwUp2;
output oSwUp3;
output oSwUp4;
wire   iClk;
wire   iRstN;
wire   iSw1;
wire   iSw2;
wire   iSw3;
wire   iSw4;
wire   oSwDown1_net_0;
wire   oSwDown2_net_0;
wire   oSwDown3_net_0;
wire   oSwDown4_net_0;
wire   oSwUp1_net_0;
wire   oSwUp2_net_0;
wire   oSwUp3_net_0;
wire   oSwUp4_net_0;
wire   oSwDown1_net_1;
wire   oSwUp1_net_1;
wire   oSwDown2_net_1;
wire   oSwUp2_net_1;
wire   oSwDown3_net_1;
wire   oSwUp3_net_1;
wire   oSwDown4_net_1;
wire   oSwUp4_net_1;
assign oSwDown1_net_1 = oSwDown1_net_0;
assign oSwDown1       = oSwDown1_net_1;
assign oSwUp1_net_1   = oSwUp1_net_0;
assign oSwUp1         = oSwUp1_net_1;
assign oSwDown2_net_1 = oSwDown2_net_0;
assign oSwDown2       = oSwDown2_net_1;
assign oSwUp2_net_1   = oSwUp2_net_0;
assign oSwUp2         = oSwUp2_net_1;
assign oSwDown3_net_1 = oSwDown3_net_0;
assign oSwDown3       = oSwDown3_net_1;
assign oSwUp3_net_1   = oSwUp3_net_0;
assign oSwUp3         = oSwUp3_net_1;
assign oSwDown4_net_1 = oSwDown4_net_0;
assign oSwDown4       = oSwDown4_net_1;
assign oSwUp4_net_1   = oSwUp4_net_0;
assign oSwUp4         = oSwUp4_net_1;
ZSwitch_Detector ZSwitch_Detector_0(
        .iClk    ( iClk ),
        .iRstN   ( iRstN ),
        .iSw     ( iSw1 ),
        .oSwDown ( oSwDown1_net_0 ),
        .oSwUp   ( oSwUp1_net_0 ) 
        );
ZSwitch_Detector ZSwitch_Detector_1(
        .iClk    ( iClk ),
        .iRstN   ( iRstN ),
        .iSw     ( iSw2 ),
        .oSwDown ( oSwDown2_net_0 ),
        .oSwUp   ( oSwUp2_net_0 ) 
        );
ZSwitch_Detector ZSwitch_Detector_2(
        .iClk    ( iClk ),
        .iRstN   ( iRstN ),
        .iSw     ( iSw3 ),
        .oSwDown ( oSwDown3_net_0 ),
        .oSwUp   ( oSwUp3_net_0 ) 
        );
ZSwitch_Detector ZSwitch_Detector_3(
        .iClk    ( iClk ),
        .iRstN   ( iRstN ),
        .iSw     ( iSw4 ),
        .oSwDown ( oSwDown4_net_0 ),
        .oSwUp   ( oSwUp4_net_0 ) 
        );
endmodule
module ZSwitch_Detector(iClk, iRstN, iSw, oSwDown, oSwUp);
input iClk, iRstN;
input iSw;
output reg oSwDown;
output reg oSwUp;
reg SwDelay1;
reg SwDelay2;
always @(posedge iClk or negedge iRstN)
if(!iRstN) begin
        SwDelay1<=1'b1;
        SwDelay2<=1'b1;
end
else begin
    SwDelay1<=iSw;
    SwDelay2<=SwDelay1;
end
wire SwFalling;
wire SwRising;
assign SwFalling=(SwDelay2 & (~SwDelay1));
assign SwRising=((~SwDelay2) & SwDelay1);
reg [20:0] CNT1;
parameter DEADLINE_CNT1=2_000_000;
reg [7:0] iStep;
always @(posedge iClk or negedge iRstN)
if(!iRstN) begin
    iStep<=0;
end
else begin
    case(iStep)
        0: 
            begin
                if(SwFalling) begin  
                    CNT1<=0;
                    iStep<=1;
                end
                if(SwRising) begin  
                    CNT1<=0;
                    iStep<=2;
                end
            end
        1:  
            if(CNT1==DEADLINE_CNT1) begin
                if(SwDelay2==1'b0) begin 
                    iStep<=3;
                end
                else begin
                    iStep<=0;
                end
            end
            else begin
                CNT1<=CNT1+1'b1;
            end
        2:  
            begin
                if(CNT1==DEADLINE_CNT1) begin
                    if(SwDelay2==1'b1) begin 
                        iStep<=5;
                    end
                    else begin
                        iStep<=0;
                    end
                end
                else begin
                    CNT1<=CNT1+1'b1;
                end
            end
        3:  
            begin
                oSwDown<=1'b1;
                iStep<=iStep+1'b1;
            end
        4:
            begin
                oSwDown<=1'b0;
                iStep<=0;
            end
        5:  
            begin
                oSwUp<=1'b1;
                iStep<=iStep+1'b1;
            end
        6:
            begin
                oSwUp<=1'b0;
                iStep<=0;
            end
    endcase
end
endmodule
```
==> impl_metrics.py <==
# Metrics from the implementation run
metrics = {
    "setup_path": {
        "arrival_ps": 3030,
        "path_max_fanout": 11,
        "setup.worst_path.class": "reg2reg",
        "r2r_cells": 5,
        "r2r_start": "ZSwitch_Detector_0.iStep[4]",
        "cp.required_ps": 4400,
        "end_kind": "flop",
        "crit_start": "ZSwitch_Detector_0.iStep[4]",
        "reg2reg_slack_ps": 1370,
        "setup.worst_path.start_class": "flop",
        "endpoint": "ZSwitch_Detector_0.CNT1[12]",
        "r2r-end": "ZSwitch_Detector_0.CNT1[12]",
    },
    "global_route": {
        "antenna_found_initial": 0,
        "grt_util_all_layers_pct": 11.3,
        "grt-ovfl-total": 0,
        "grt_max_degree": 31,
        "grt_pass1_vias": 4749,
        "grt_pass1_wl_um": 22300,
    },
    "sta": {
        "drv_slew": 0,
        "setup_ws_ps": 1370,
        "fin_skew_ps": 11.7,
        "max_slew_margin_pct": 39.8,
        "setup_viol": 0,
        "fin_tns_setup_ps": 0,
        "hold_viol": 0,
        "grt_setup_unrepaired": "no",
        "timing.fmax_ghz": 0.341,
        "min_period_ps": 2930,
        "worstMarginPinSlew_ps": 901,
        "holdWs_ps": 367,
        "period_used_pct": 68.1,
    },
    "clock_network": {
        "cts_resized": 0,
        "ctsHoldBuffers": 0,
        "tritoncts": "done",
        "clock_latency_ps": 410,
        "cts_made_buffers": 17,
        "root_buffer": "clkbuf_16",
        "cts_setup_buffers": 0,
        "clkTransAtPathRegs_ps": 50,
        "cts_buffer_depth": 2,
        "clock-sinks": 132,
        "cts_max_level": 4,
    },
    "power_and_ir_drop": {
        "p_int_w": 0.00370,
        "switchingPower_w": 0.00218,
        "comb_power_share_pct": 35.1,
        "swShare_pct": 37.1,
        "clkPwrFrac_pct": 23.5,
        "p_leak_nw": 2.99,
        "irDropWorstVdd_mv": 0.299,
        "seqPwrFrac_pct": 41.3,
        "powerDensity_mw_per_mm2": 705,
    },
    "synthesis": {
        "synth-xor-area-share_pct": 8.27,
        "ys_sh_simple_pct": 22.4,
        "yosys-stat-area_mm2": 0.00731,
        "synth_cell_types": 70,
        "top_cells_by_area": "edfxtp_1 (38%), dfrtp_1 (11%), nor2_1 (4.9%), xnor2_1 (4.4%), ha_1 (4.1%)",
        "ys_top_logic_family": "simple AND/OR/NAND/NOR gates",
        "edf_count": 92,
        "synth_area_mm2": 0.00731,
        "ys_seq_share_pct": 51.6,
        "yosysTopAreaCellShare_pct": 37.8,
        "compound_area_share_pct": 8.25,
        "ys_sh_mux_pct": 2.05,
        "ys_async_sr_fraction_pct": 30.3,
        "ys_sh_adder_pct": 4.11,
        "synth_warnings": 1,
        "flop_cell": "edfxtp_1",
        "yosys_cells": 703,
        "largest_area_cell": "edfxtp_1",
        "syn_area_per_cell_um2": 10.4,
        "synth_flops": 132,
        "synth_cells": 703,
    },
    "cells_and_area": {
        "fin_cells": 1039,
        "post-route-util_pct": 35.2,
        "syn2layout_area_growth_pct": 14.1,
        "drive_gt1_share_pct": 9.17,
        "fill_cells": 2335,
    },
    "floorplanning": {
        "chipArea_mm2": 0.0250,
        "die_h_um": 158,
        "rows": 56,
        "fp.dieW_um": 158,
        "core-area_mm2": 0.0237,
        "io_pins": 14,
        "initCoreUtil_pct": 30.9,
    },
    "drt": {
        "first_pass_iters": 4,
        "num_vias": 4958,
        "ant_nets": 0,
        "routed_wl_um": 12700,
        "wl_per_cell_um": 12.2,
        "drc": 0,
        "insertedDiodeCount": 0,
        "via_per_inst": 4.77,
        "drt_iter0_markers": 287,
    },
    "placed_design": {
        "globalplace.congestion": 0.845,
        "dpl.hpwl_um": 8550,
        "place_ws_ps": 1300,
        "port-buffer-count": 13,
        "dp.cells": 1007,
    },
    "status": {
        "run_status": "finished, final reports clean",
    },
    "flow_run": {
        "maxCapViolations": 0,
        "warnings": 41,
    },
    "worst_hold_path": {
        "whs_path_depth": 0,
        "holdCritPathClass": "reg2reg",
    },
}
## power by group through the flow
| stage | Sequential [W] | Clock, W | Combinational, W |
|---|---|---|---|
| after CTS | 0.00243 | 0.00142 | 0.00209 |
| after global routing | 0.00252 | 0.00148 | 0.00235 |
| final | 0.00243 | 0.00138 | 0.00206 |
## worst min-delay path by stage
stage / from / to / slack [ps]
4_1_cts: ZSwitch_Detector_2.iStep[5] / ZSwitch_Detector_2.iStep[5] / 370
6_report: ZSwitch_Detector_2.iStep[5] / ZSwitch_Detector_2.iStep[5] / 370
5_1_grt: ZSwitch_Detector_0.iStep[5] / ZSwitch_Detector_0.iStep[5] / 380
## cells in the mapped netlist (14+ instances only)
library cell and instances:
dfrtp_1 32, a21oi_1 26, ha_1 24, inv_1 29, nand4_1 16, nand2_1 47
xnor2_1 37, clkbuf_1 31, xor2_1 32, edfxtp_1 92, nor3_1 15, nand3_1 44
o21ai_0 18, and3_1 14, nor2_1 96
## per-stage QoR
| stage | total power (W) | cell area, um^2 |
|---|---|---|
| finish | 0.00587 | 8330 |
| global route | 0.00634 | 8330 |
| CTS | 0.00594 | 8330 |
| detailed placement | 0.00452 | 7760 |
| global placement | 0.00451 | 7760 |
| floorplan | 0.00402 | 7310 |
## cell families after synthesis
| family | after synthesis |
|---|---|
| AND/OR/NAND/NOR | 313 |
| flip-flops | 132 |
| AND-OR/OR-AND | 88 |
| XOR/XNOR | 69 |
| buffers and inverters | 63 |
| adder cells (fa/ha/maj) | 24 |
| multiplexers | 14 |
## flip-flops by register name (all words and copies together) (netlist names), 8 cells and up
name,count
ZSwitch_Detector_3.iStep,8
ZSwitch_Detector_3.CNT1,21
ZSwitch_Detector_0.iStep,8
ZSwitch_Detector_1.iStep,8
ZSwitch_Detector_1.CNT1,21
ZSwitch_Detector_2.iStep,8
ZSwitch_Detector_0.CNT1,21
ZSwitch_Detector_2.CNT1,21
## placed cells by master (no fill, tap or decap), types with 4 or more instances in the layout
cell type,n
nor2_1,96
edfxtp_1,92
nand2_1,47
nand3_1,44
xnor2_1,37
dfrtp_1,32
xor2_1,32
inv_1,29
a21oi_1,25
ha_1,24
o21ai_0,18
clkbuf_16,17
nand4_1,16
and3_1,14
nor3_1,14
nor4_1,13
clkdlybuf4s50_1,12
or3_1,11
and4_1,9
mux2i_1,9
dfstp_2,8
nand2b_1,8
buf_4,6
nor4b_1,5
nor2b_1,5
a31oi_1,5
or4_1,4
a21o_1,4
o21a_1,4
## worst max-delay path, cell delays in order (launching register included)
cell	delay, ps
dfrtp_1	370
or4_1	510
nor2_1	510
nand3_1	170
a211oi_2	740
buf_4	340
## per-layer routing
layer | GRT usage, % | wire [um] | vias to the layer above
li1 | - | - | 2542
met1 | 17.4 | 6440 | 2358
met2 | 17.3 | 5730 | 54
met3 | 2.68 | 463 | 4
met4 | 1.14 | 84 | 0
met5 | 0 | 0 | -
## cell type report
type | instances | area [um^2] | area share (%)
repair buffers | 19 | 170 | 2.04
inverters | 29 | 109 | 1.31
multi-input cells | 508 | 3310 | 39.8
clock buffers | 20 | 437 | 5.24
flip-flops and latches | 132 | 3770 | 45.3
well taps | 319 | 399 | 4.79
clock inverters | 12 | 133 | 1.59
No activity file was given, so power comes from the tool's default toggle rates.
