<file path="design/flow/config.mk">
export PLATFORM = sky130hd
export DESIGN_NAME = ZLED_Indicator
export DESIGN_NICKNAME = ZLED_Indicator
export VERILOG_FILES = /design/flow/design.v
export SDC_FILE = /design/flow/constraint.sdc
export NUM_CORES = 4
export LEC_CHECK = 1
export CORE_UTILIZATION = 40
</file>
<file path="design/flow/constraint.sdc">
current_design ZLED_Indicator

set clk_period 3.5
set clk_io_pct 0.2

create_clock -name clk0 -period $clk_period [get_ports {iClk}]

set non_clock_inputs [all_inputs -no_clocks]
set_input_delay [expr $clk_period * $clk_io_pct] -clock clk0 $non_clock_inputs
set_output_delay [expr $clk_period * $clk_io_pct] -clock clk0 [all_outputs]
</file>
<file path="design/flow/design.v">
module ZLED_Indicator( iClk, iRstN, oLed );
input iClk, iRstN;
output reg oLed;
reg [31:0] CNT1;
always @(posedge iClk or negedge iRstN)
if(!iRstN) begin
         CNT1<=0;  
    end
else begin
        if(CNT1==32'd25_000_000)
            CNT1<=0;
        else
            CNT1<=CNT1+1'b1;
    end
always @(posedge iClk or negedge iRstN)
if(!iRstN) begin
         oLed<=1'b0; 
    end
else begin
        if(CNT1<32'd12_000_000)
            oLed<=1'b1;
        else
            oLed<=1'b0;
    end
endmodule
</file>
<file path="design/flow/run.sh">
#!/bin/bash
# OpenROAD 26Q1-2900-gdf79404cd8, Yosys 0.63+post, stock flow scripts
make -C /OpenROAD-flow-scripts/flow DESIGN_CONFIG=/design/flow/config.mk WORK_HOME=/design/flow/orfs finish
</file>
==> notes.md <==
With the number of fill cells at 374, the total detailed-routing wirelength is 3159 um. The total antenna diodes in the routed design is 0, and the post-DP HPWL is 2150 um. The tool flagged a number of max-cap violations equal to 0.

The clock tree synthesis step divided the H-tree into 2 levels. In this run the clock root is driven by a sky130_fd_sc_hd__clkbuf_8. Counting the buffers created by CTS gives 5. Traced cell by cell, the critical path runs through inv_1 > ha_1 > or4b_1 > or3_4 > nor3_4 > nand3b_1 > o21ai_1. The global route stage reports its total congestion overflow as 0. The run gives 3670 ps as the required time of the critical path.

In this run the remaining antenna-violating nets after routing total 0. The number of port buffers came out at 2. The via count of the first global-routing pass was 1137; the cell count listed in synth_stat.txt was 162. Entering global routing, the biggest net connects 34 pins.

Summed over its instances, the top area cell type makes up 49.62% of the synthesized netlist area. Per the final report, max-transition violations number 0. At the worst endpoint, the arrival time is 2410 ps. Once the clock tree was built, the setup fixing pass inserted 0 buffers.

The class of the worst hold path was register to register. The maximum fanout count along the critical path works out to 14. Setup repair after global routing left no endpoint under its margin. The logs give 0.8266 nW for the leakage power figure and 0 for the number of gates resized after cts.

In this run, post-CTS hold repair placed 0 buffers. The final weighted congestion in routability-driven placement is 0.8510, and the count of buffering cells on the critical path with inverters included is 1. The flow ran to the end, and the final reports show no timing, DRC or antenna violations.

STA classifies the critical path endpoint as a register. The timing report attributes the biggest portion of critical-path delay to simple AND/OR/NAND/NOR gates. In the post-synthesis netlist, the biggest area contributors are sky130_fd_sc_hd__dfrtp_1, sky130_fd_sc_hd__xnor2_1, sky130_fd_sc_hd__xor2_1, sky130_fd_sc_hd__nor2_1, sky130_fd_sc_hd__nand4_1.

The run gives 162 as the count of mapped cells out of synthesis. TritonCTS built the clock tree. The share of the core area taken by cells at floorplan is 41.60%. The final routed wire length divided by cell count is 14.56 um.

The top achievable clock speed is 0.4453 GHz, and the TritonCTS sink count is 33. With the number of library cell types mapped by synthesis at 31, the number of vias per cell after detailed routing is 5.401. Detailed-route iteration 0 reported a violation count of 67. Compared with the post-synthesis result, the final layout area differs by 9.023%. The logs give 1250 ps for the slack of the worst reg-to-reg path and 62.90% for the relative slew slack. Per the post-synthesis stats, the area per cell is 10.27 um^2.

The logs give 4 for the number of search-and-repair iterations in the first detailed-routing pass and 17.02% for the global router's overall resource usage. Looking at the clock tree report, the maximum root-to-sink buffer count equals 2. On the worst path, the slowest cell contributes a delay of 460 ps. The logs give 3 for the count of boundary I/O pins and 4000 um^2 for the floorplan core area. Leaving out fill and tap cells, the most frequent cells in the layout are sky130_fd_sc_hd__dfrtp_1, sky130_fd_sc_hd__nor2_1, sky130_fd_sc_hd__xnor2_1.

In the final timing run, aggregate negative setup slack is 0 ps. Per Yosys stat, the portion of area used by sequential elements is 49.62%. Per the OpenROAD floorplan log, the width of the die is 66.50 um.

For the worst-skew pair, the clock arrives at the later sink with an insertion delay of 280 ps. The tools report the number of vias after detailed routing as 1172. For the synthesis warning total, the log shows 1. The number of antenna violations at the first check in global routing was 0.

On the final layout, the worst hold slack is 491.2 ps. The post-synth register bit count is 33. By instance count after routing, the leading logic cell type is sky130_fd_sc_hd__dfrtp_1. In the final report, the number of hold violations comes to 0. The run gives 5547 um as the global-route wire length before repair. The cell type of the slowest stage on the worst timing path is sky130_fd_sc_hd__or4b_1. In this run the VDD rail shows a maximum IR drop of 0.2075 mV. OpenROAD emitted warnings numbering 26. The final timing report derives a shortest allowable period of 2245 ps.

The routed layout reports a DRC error count of 0. The cell type that accounts for the most area after synthesis is sky130_fd_sc_hd__dfrtp_1. Cells with a size suffix above 1 make up 7.186% of the layout.

For reference, the placement row count at floorplan is 23. The post-CTS clock slew at the launch and capture registers of the worst setup and hold paths came out at 60 ps. After synthesis the cells add up to 1664 um^2. The area taken by multi-input combinational cells is reported as 800.8 um^2.

Across the routed clock network, the largest skew measured is 5.400 ps. The worst path uses 64.16% of the clock period. According to the floorplan report, the total die area is 4422 um^2. The sequential cells in the finished layout cover a total of 825.8 um^2. The worst setup path is of the register to register kind. The y dimension of the die was 66.50 um. Endpoints with negative setup slack in the final report add up to 0. The worst setup path is launched from a register. Power spread over the standard cell area amounts to 372.3 nW/um^2. The yosys stat chip area came out at 1664 um^2. The actual transition at the worst max-transition pin was 554.6 ps.
area by class of cell:
class | count | area share, %
inverters | 3 | 0.6207
multi-input cells | 121 | 44.14
well taps | 50 | 3.448
flip-flops and latches | 33 | 45.52
clock buffers | 7 | 4.759
repair buffers | 3 | 1.517
layer usage:
metal	wire length (um)	global-route usage [%]	share of wire (%)	vias up
li1	-	-	-	569
met1	1586	27.84	50	578
met2	1423	24.74	45	20
met3	105	3.125	3.3	5
met4	44	2.926	1.4	0
met5	0	0	0	-
flip-flops by register name, summed over array words and instances, names as in the netlist:
signal / cells
oLed: 1
CNT1: 32
through the flow:
step | instance area, um^2 | util, % | cells | power, mW | worst slack (ps)
CTS | 1814 | 45.36 | 217 | 0.6856 | 1263
global route | 1814 | 45.36 | 217 | 0.7050 | 1108
detailed placement | 1728 | 43.20 | 210 | 0.3981 | 1271
finish | 1814 | 45.36 | 217 | 0.6754 | 1255
floorplan | 1664 | - | 162 | 0.3886 | 1634
global placement | 1728 | 43.20 | 210 | 0.3979 | 1328
worst register-to-register path: cells and delay by family, from the launching register on:
kind	cells	cell delay, ps
compound gates	1	70
flops	1	430
buf+inv	1	80
simple gates	4	1430
fa+ha+maj	1	120
power by group:
| group | leakage, nW | switching (mW) | internal (mW) |
|---|---|---|---|
| clock | 0.0443 | 0.129 | 0.156 |
| combinational | 0.336 | 0.00708 | 0.00170 |
| sequential | 0.446 | 0 | 0.381 |
| total | 0.827 | 0.136 | 0.539 |
worst paths after layout:
check                                    from            endpoint  cells after the start
setup / recovery            CNT1[0]$_DFF_PN0_  CNT1[19]$_DFF_PN0_                      7
hold / removal             CNT1[31]$_DFF_PN0_  CNT1[31]$_DFF_PN0_                      1
setup reg to reg            CNT1[0]$_DFF_PN0_  CNT1[19]$_DFF_PN0_                      7
hold reg to reg            CNT1[31]$_DFF_PN0_  CNT1[31]$_DFF_PN0_                      1
max in group asynchronous               iRstN  CNT1[12]$_DFF_PN0_                      2
min in group asynchronous               iRstN  CNT1[27]$_DFF_PN0_                      2
synthesized netlist by cell type:
master,instances
sky130_fd_sc_hd__a211oi_1,1
sky130_fd_sc_hd__and4_1,6
sky130_fd_sc_hd__o21bai_1,1
sky130_fd_sc_hd__a22o_1,1
sky130_fd_sc_hd__nor4_4,1
sky130_fd_sc_hd__nor2_1,19
sky130_fd_sc_hd__and3_1,7
sky130_fd_sc_hd__nor4_1,3
sky130_fd_sc_hd__o21ai_1,1
sky130_fd_sc_hd__nor2b_1,1
sky130_fd_sc_hd__xnor2_1,16
sky130_fd_sc_hd__nor3_4,1
sky130_fd_sc_hd__o21ai_0,2
sky130_fd_sc_hd__ha_1,2
sky130_fd_sc_hd__nor3_2,1
sky130_fd_sc_hd__nor4b_1,1
sky130_fd_sc_hd__nor3_1,3
sky130_fd_sc_hd__nand4_1,10
sky130_fd_sc_hd__clkbuf_1,4
sky130_fd_sc_hd__nand2_1,14
sky130_fd_sc_hd__and2_1,1
sky130_fd_sc_hd__inv_1,3
sky130_fd_sc_hd__xor2_1,12
sky130_fd_sc_hd__buf_6,1
sky130_fd_sc_hd__nand3b_1,2
sky130_fd_sc_hd__or3_4,1
sky130_fd_sc_hd__a21oi_1,1
sky130_fd_sc_hd__or4b_1,1
sky130_fd_sc_hd__dfrtp_1,33
sky130_fd_sc_hd__nand3_1,11
sky130_fd_sc_hd__nand3_2,1
cells by family after synthesis:
group,synth area share (%)
AOI/OAI and AO/OA,2.631
DFF,49.62
xor gates and xnor gates,14.74
and+or+nand+nor,29.25
adders and majority gates,1.504
buffers and inverters,2.255
Power figures rest on the tool's default switching activity, not on a simulated workload.
